==> /design/flow/design.v <==
module DFF_8bit(out, inp, clk, rstn);
    output reg [8-1:0] out;
    input [8-1:0] inp;
    input clk, rstn;
    always @ (posedge clk) begin
        if(!rstn) begin
            out <= 8'b0;
        end
        else begin
            out <= inp;
        end
    end
endmodule
module DFF_16bit(out, inp, clk, rstn);
    output reg [16-1:0] out;
    input [16-1:0] inp;
    input clk, rstn;
    always @ (posedge clk) begin
        if(!rstn) begin
            out <= 16'b0;
        end
        else begin
            out <= inp;
        end
    end
endmodule
module DFF_19bit(out, inp, clk, rstn);
    output reg [19-1:0] out;
    input [19-1:0] inp;
    input clk, rstn;
    always @ (posedge clk) begin
        if(!rstn) begin
            out <= 19'b0;
        end
        else begin
            out <= inp;
        end
    end
endmodule
module DFF_20bit(out, inp, clk, rstn);
    output reg [20-1:0] out;
    input [20-1:0] inp;
    input clk, rstn;
    always @ (posedge clk) begin
        if(!rstn) begin
            out <= 20'b0;
        end
        else begin
            out <= inp;
        end
    end
endmodule
module DFF_26bit(out, inp, clk, rstn);
    output reg [26-1:0] out;
    input [26-1:0] inp;
    input clk, rstn;
    always @ (posedge clk) begin
        if(!rstn) begin
            out <= 26'b0;
        end
        else begin
            out <= inp;
        end
    end
endmodule
module DFF_30bit(out, inp, clk, rstn);
    output reg [30-1:0] out;
    input [30-1:0] inp;
    input clk, rstn;
    always @ (posedge clk) begin
        if(!rstn) begin
            out <= 30'b0;
        end
        else begin
            out <= inp;
        end
    end
endmodule
module direct_FIR (out, inp, c0, c1, c2, c3, c4, c5, cnt, clk, rstn);
    localparam INP_SIZE = 16;  
    localparam COEFF_SIZE = 14;  
    localparam ADD_SIZE = 24;  
    localparam OUT_SIZE = 26;  
    localparam CNT_SIZE = 10;
    localparam A_SIZE = 20;
    localparam B_SIZE = 19;
    localparam C_SIZE = 20;
    output signed [OUT_SIZE-1:0] out;
    input signed [INP_SIZE-1:0] inp;
    input [CNT_SIZE-1:0] cnt;
    input [COEFF_SIZE-1:0] c0, c1, c2, c3, c4, c5;
    input clk, rstn;
    wire signed [INP_SIZE-1:0] X[0:6];
    assign X[0] = inp;
    DFF_16bit DFF_INP_0 (X[1], X[0], clk, rstn);
    DFF_16bit DFF_INP_1 (X[2], X[1], clk, rstn);
    DFF_16bit DFF_INP_2 (X[3], X[2], clk, rstn);
    DFF_16bit DFF_INP_3 (X[4], X[3], clk, rstn);
    DFF_16bit DFF_INP_4 (X[5], X[4], clk, rstn);
    DFF_16bit DFF_INP_5 (X[6], X[5], clk, rstn);
    wire signed [A_SIZE-1:0] A[0:3];
    wire signed [B_SIZE-1:0] B[0:3];
    wire signed [C_SIZE-1:0] C[0:5];
    assign A[0] = (X[1]<<3) + (X[1]<<2) + (X[1]);
    assign B[0] = (X[1]<<2) + (X[1]);
    assign C[0] = (X[1]<<3) - (X[1]);
    DFF_20bit DFF_A_0 (A[1], A[0], clk, rstn);
    DFF_20bit DFF_A_1 (A[2], A[1], clk, rstn);
    DFF_20bit DFF_A_2 (A[3], A[2], clk, rstn);
    DFF_19bit DFF_B_0 (B[1], B[0], clk, rstn);
    DFF_19bit DFF_B_1 (B[2], B[1], clk, rstn);
    DFF_19bit DFF_B_2 (B[3], B[2], clk, rstn);
    DFF_20bit DFF_C_0 (C[1], C[0], clk, rstn);
    DFF_20bit DFF_C_1 (C[2], C[1], clk, rstn);
    DFF_20bit DFF_C_2 (C[3], C[2], clk, rstn);
    DFF_20bit DFF_C_3 (C[4], C[3], clk, rstn);
    DFF_20bit DFF_C_4 (C[5], C[4], clk, rstn);
    wire signed [30-1:0] after_mul[0:5];
    assign after_mul[0] = -(X[1]<<13) + (A[0]<<9) + (B[0]<<5) + (X[1]<<2);
    assign after_mul[1] = (B[1]<<10) + (C[1]<<3) - (B[1]);
    assign after_mul[2] = (C[2]<<9) + (C[2]<<3) - (X[3]);
    assign after_mul[3] = (A[3]<<9) + (B[3]<<4) + (C[3]);
    assign after_mul[4] = (C[4]<<8) + (X[5]<<9) + (X[5]<<4) + (C[4]);
    assign after_mul[5] = -(C[5]<<10) + (X[6]<<11) + (C[5]<<2) + (X[6]);
    wire signed [ADD_SIZE-1:0] after_mul_round_off[0:5];  
    assign after_mul_round_off[0] = after_mul[0][28:5] + {23'b0, after_mul[0][4]};
    assign after_mul_round_off[1] = after_mul[1][28:5] + {23'b0, after_mul[1][4]};
    assign after_mul_round_off[2] = after_mul[2][28:5] + {23'b0, after_mul[2][4]};
    assign after_mul_round_off[3] = after_mul[3][28:5] + {23'b0, after_mul[3][4]};
    assign after_mul_round_off[4] = after_mul[4][28:5] + {23'b0, after_mul[4][4]};
    assign after_mul_round_off[5] = after_mul[5][28:5] + {23'b0, after_mul[5][4]};
    wire signed [OUT_SIZE-1:0] after_add;
    assign after_add = after_mul_round_off[0] + after_mul_round_off[1] + after_mul_round_off[2] + after_mul_round_off[3] + after_mul_round_off[4] + after_mul_round_off[5]; 
    DFF_26bit DFF_OUT (out, after_add, clk, rstn); 
endmodule
module synthesis_direct_FIR(out, out_index, inp, clk, rstn, c0, c1, c2, c3, c4, c5);
    localparam C_SIZE = 14;    
    localparam X_SIZE = 16;    
    localparam ADD_SIZE = 24;  
    localparam Y_SIZE = 26;    
    localparam INDEX_SIZE = 8;
    output [Y_SIZE-1:0] out;
    output [INDEX_SIZE-1:0] out_index;
    input [X_SIZE-1:0] inp;
    input clk, rstn;
    input [C_SIZE-1:0] c0,c1,c2,c3,c4,c5;
    localparam COUNTER_SIZE = 10;
    reg [COUNTER_SIZE-1:0] cnt;
    integer i = 0;
    always @ (posedge clk) begin
        if(!rstn) begin
            cnt <= 10'b0;
        end
        else begin
            cnt <= i;
            i <= i + 1;
        end
    end
    wire [X_SIZE-1:0] DIRECT_input;
    DFF_16bit DFFINPUT (DIRECT_input, inp, clk, rstn);
    wire [INDEX_SIZE-1:0] x_index;
    assign x_index = cnt[8-1:0];
    wire [Y_SIZE-1:0] direct_out;
    direct_FIR DIR_FIR(.out(direct_out), .inp(DIRECT_input), .c0(c0), .c1(c1), .c2(c2), .c3(c3), .c4(c4), .c5(c5), .cnt(cnt), .clk(clk), .rstn(rstn));
    wire [INDEX_SIZE-1:0] out_index_before_DFF;
    assign out_index_before_DFF = cnt - 264;
    DFF_26bit DFFOUTPUT(out, direct_out, clk, rstn);
    DFF_8bit DFFOUTPUTINDEX(out_index, out_index_before_DFF, clk, rstn);
endmodule
==> /design/flow/run.sh <==
#!/bin/bash
# OpenROAD 26Q1-2900-gdf79404cd8, Yosys 0.63+post, stock flow scripts
make -C /OpenROAD-flow-scripts/flow DESIGN_CONFIG=/design/flow/config.mk WORK_HOME=/design/flow/orfs finish
==> /design/flow/config.mk <==
export PLATFORM = sky130hd
export DESIGN_NAME = synthesis_direct_FIR
export DESIGN_NICKNAME = synthesis_direct_FIR
export VERILOG_FILES = /design/flow/design.v
export SDC_FILE = /design/flow/constraint.sdc
export NUM_CORES = 4
export LEC_CHECK = 1
export CORE_UTILIZATION = 50
==> /design/flow/constraint.sdc <==
current_design synthesis_direct_FIR

set clk_period 21.6
set clk_io_pct 0.2

create_clock -name clk0 -period $clk_period [get_ports {clk}]

set non_clock_inputs [all_inputs -no_clocks]
set_input_delay [expr $clk_period * $clk_io_pct] -clock clk0 $non_clock_inputs
set_output_delay [expr $clk_period * $clk_io_pct] -clock clk0 [all_outputs]
==> results.sh <==
# implementation run metrics
export IMPL_outcome="completed"
export IMPL_dp_cells=4213
export IMPL_grt_pass1_vias=23100
export IMPL_slew_headroom_pct=42.8
export IMPL_ff2ff_setup_slack_ps=9750
export IMPL_cap_violations=0
export IMPL_rsz0062_at_grt="no"
export IMPL_ctsResizeCount=0
export IMPL_cp_required_ps=22110
export IMPL_boundaryPins=136
export IMPL_period_needed_ps=11850
export IMPL_drt_wl_total_mm=78.7
export IMPL_post_dp_hpwl_mm=65.4
export IMPL_syn2layout_area_growth_pct=9.33
export IMPL_yosysChipArea_mm2=0.0310
export IMPL_synth_cell_types=89
export IMPL_antenna_found_initial=0
export IMPL_start_kind="flip-flop"
export IMPL_groute_usage_overall_pct=27.1
export IMPL_critical_path_max_stage_delay_ps=720
export IMPL_cp_common_cell="a21oi_1"
export IMPL_cts_tree="built"
export IMPL_first_iter_violations=1414
export IMPL_drive_gt1_share_pct=3.59
export IMPL_grt_pass1_wl_mm=125
export IMPL_warnings=124
export IMPL_cts_hold_fix_buffers=0
export IMPL_hp_class="flip-flop to flip-flop"
export IMPL_fmax_ghz=0.0844
export IMPL_critical_path_class="flip-flop to flip-flop"
export IMPL_arrival_ps=12360
export IMPL_worst_hold_slack_ps=418
export IMPL_dr_total_vias=22900
export IMPL_core_mm2=0.0608
export IMPL_fin_setup_tns_ps=0
export IMPL_via_per_inst=5.32
export IMPL_worst_setup_path_end_kind="flip-flop"
export IMPL_die_y_um=251
export IMPL_cts_buffer_depth=3
export IMPL_edf_count=8
export IMPL_fin_crit_sh_pct=54.8
export IMPL_slew_violations=0
export IMPL_place_ws_ps=9730
export IMPL_diodes=0
export IMPL_cts_setup_buffers=0
export IMPL_syn_inst=3434
export IMPL_synth_area_per_cell_um2=9.04
export IMPL_clk_pin_slew_ps=60
export IMPL_yosys_warnings=7
export IMPL_htreeDepth=2
export IMPL_tightest_slew_ps=850
export IMPL_utilization_pct=55.8
export IMPL_synthArstFlopShare_pct=0
export IMPL_std_cell_rows=90
export IMPL_ys_flops=379
export IMPL_flop_cell="dfxtp_1"
export IMPL_cts_sinks=379
export IMPL_cp_max_fo=9
export IMPL_wl_per_cell_um=18.3
export IMPL_ant_nets=0
export IMPL_clk_latency_ps=590
export IMPL_skew_ps=23.7
export IMPL_grt_max_degree=81
export IMPL_setup_violations=0
export IMPL_ys_cells=3434
export IMPL_ys_seq_share_pct=24.7
export IMPL_finalHoldViolCount=0
export IMPL_drc=0
export IMPL_root_buffer="clkbuf_16"
export IMPL_fp_util_pct=51.0
export IMPL_gr_total_overflow=0
export IMPL_syn_area_mm2=0.0310
export IMPL_dr_pass1_iters=5
export IMPL_die_area_mm2=0.0631
export IMPL_finalWorstSetupSlack_ps=9750
export IMPL_port_buffers=51
export IMPL_die_w_um=251
export IMPL_fin_cells=4295
export IMPL_place_gp_congestion=0.974
export IMPL_cts_buffers_inserted=45
export IMPL_cp_slowest_cell="dfxtp_1"
==> final cells by class <==
class	count	area (µm²)
multi-input cells	2589	21600
flip-flops and latches	379	7670
clock inverters	23	287
well taps	782	978
inverters	399	1500
fillers	5312	26900
clock buffers	59	1270
repair buffers	64	609
==> synthesized netlist by cell type (8+ instances only) <==
| cell | instances | area, µm² |
|---|---|---|
| and3_1 | 40 | 250 |
| nor3_1 | 59 | 295 |
| a21boi_0 | 12 | 90.1 |
| dfxtp_1 | 371 | 7430 |
| nor2b_1 | 24 | 150 |
| ha_1 | 323 | 4040 |
| o21a_1 | 29 | 218 |
| nand2b_1 | 35 | 219 |
| a31oi_1 | 16 | 100 |
| nor3b_1 | 13 | 97.6 |
| a21oi_1 | 175 | 876 |
| o22ai_1 | 8 | 50.1 |
| nand3b_1 | 12 | 90.1 |
| a21o_1 | 83 | 623 |
| o31ai_1 | 11 | 82.6 |
| o211ai_1 | 17 | 128 |
| o21ai_0 | 115 | 576 |
| xor2_1 | 127 | 1110 |
| fa_1 | 248 | 4960 |
| or3_1 | 16 | 100 |
| xnor2_1 | 217 | 1900 |
| nand3_1 | 75 | 375 |
| or2_2 | 13 | 81.3 |
| a211o_1 | 10 | 87.6 |
| nor4_1 | 18 | 113 |
| clkbuf_1 | 65 | 244 |
| o21bai_1 | 27 | 203 |
| and2_1 | 252 | 1580 |
| nand2_1 | 150 | 563 |
| nand4_1 | 31 | 194 |
| nor2_1 | 287 | 1080 |
| inv_1 | 399 | 1500 |
| a311oi_1 | 8 | 70.1 |
| a211oi_1 | 14 | 105 |
| edfxtp_1 | 8 | 240 |
==> logic make-up after synthesis <==
| group | count (synthesis) | synth area share [%] |
|---|---|---|
| buffers and inverters | 466 | 5.64 |
| flip-flops | 379 | 24.7 |
| adder cells (fa/ha/maj) | 571 | 29.0 |
| XOR/XNOR | 344 | 9.71 |
| multiplexers | 8 | 0.266 |
| AND/OR/NAND/NOR | 1066 | 18.0 |
| AND-OR/OR-AND | 600 | 12.7 |
==> through the flow <==
step,instance area (µm²)
final,33900
after CTS,33900
after floorplan,31000
after global routing,33900
after global placement,32400
after detailed placement,32400
==> cell usage in the layout (no fill, tap or decap), drive strengths merged, types with 18 or more instances in the layout <==
master	n
inv	403
dfxtp	371
ha	323
nor2	287
and2	253
fa	248
xnor2	217
a21oi	175
nand2	150
xor2	127
o21ai	116
a21o	83
nand3	75
nor3	60
clkbuf	59
clkdlybuf4s50	50
and3	40
nand2b	35
nand4	31
o21a	29
o21bai	27
nor2b	24
nor4	18
==> worst paths after layout <==
check                                                    startpoint                                 end  cells past startpoint
worst max-delay path            DIR_FIR.DFF_INP_0.out[3]$_SDFF_PN0_  DIR_FIR.DFF_OUT.out[25]$_SDFF_PN0_                     43
worst min-delay path             DIR_FIR.DFF_B_1.out[10]$_SDFF_PN0_  DIR_FIR.DFF_B_2.out[10]$_SDFF_PN0_                      1
worst max register to register  DIR_FIR.DFF_INP_0.out[3]$_SDFF_PN0_  DIR_FIR.DFF_OUT.out[25]$_SDFF_PN0_                     43
worst min register to register   DIR_FIR.DFF_B_1.out[10]$_SDFF_PN0_  DIR_FIR.DFF_B_2.out[10]$_SDFF_PN0_                      1
==> worst max-delay path: cells and delay by family, from the launching register on <==
| kind | cells | cell delay, ps |
|---|---|---|
| fa+ha+maj | 9 | 3930 |
| compound gates | 17 | 3580 |
| simple gates | 11 | 2550 |
| xor+xnor | 4 | 900 |
| flops | 1 | 720 |
| buf+inv | 2 | 80 |
==> state kept, by name (all words and copies together), names as in the netlist, 13 cells and up <==
register / flops
DFFOUTPUT.out: 26
DIR_FIR.DFF_OUT.out: 26
DIR_FIR.DFF_C_0.out: 20
DIR_FIR.DFF_C_1.out: 20
DIR_FIR.DFF_C_2.out: 20
DIR_FIR.DFF_C_3.out: 20
DIR_FIR.DFF_C_4.out: 20
DIR_FIR.DFF_B_0.out: 18
DIR_FIR.DFF_B_1.out: 18
DIR_FIR.DFF_B_2.out: 18
DFFINPUT.out: 16
DIR_FIR.DFF_A_0.out: 16
DIR_FIR.DFF_A_1.out: 16
DIR_FIR.DFF_A_2.out: 16
DIR_FIR.DFF_INP_0.out: 16
DIR_FIR.DFF_INP_4.out: 15
DIR_FIR.DFF_INP_5.out: 15
DIR_FIR.DFF_INP_1.out: 13
DIR_FIR.DFF_INP_2.out: 13
DIR_FIR.DFF_INP_3.out: 13
==> metal layers <==
layer  track usage (%)  part of all wire [%]  vias up
li1                  -                     -    11600
met1              36.4                    42    10700
met2              45.4                    49      420
met3              5.97                   5.5      135
met4              7.26                   3.5        0
met5                 0                     0        -

[config.mk]
export PLATFORM = sky130hd
export DESIGN_NAME = DFF_30bit
export DESIGN_NICKNAME = DFF_30bit
export VERILOG_FILES = /design/flow/design.v
export SDC_FILE = /design/flow/constraint.sdc
export NUM_CORES = 4
export LEC_CHECK = 1
export CORE_AREA = 10 10 99 99
export DIE_AREA = 0 0 109 109
[constraint.sdc]
current_design DFF_30bit

set clk_period 1.0
set clk_io_pct 0.2

create_clock -name clk0 -period $clk_period [get_ports {clk}]

set non_clock_inputs [all_inputs -no_clocks]
set_input_delay [expr $clk_period * $clk_io_pct] -clock clk0 $non_clock_inputs
set_output_delay [expr $clk_period * $clk_io_pct] -clock clk0 [all_outputs]
[design.v]
module DFF_8bit(out, inp, clk, rstn);
    output reg [8-1:0] out;
    input [8-1:0] inp;
    input clk, rstn;
    always @ (posedge clk) begin
        if(!rstn) begin
            out <= 8'b0;
        end
        else begin
            out <= inp;
        end
    end
endmodule
module DFF_16bit(out, inp, clk, rstn);
    output reg [16-1:0] out;
    input [16-1:0] inp;
    input clk, rstn;
    always @ (posedge clk) begin
        if(!rstn) begin
            out <= 16'b0;
        end
        else begin
            out <= inp;
        end
    end
endmodule
module DFF_19bit(out, inp, clk, rstn);
    output reg [19-1:0] out;
    input [19-1:0] inp;
    input clk, rstn;
    always @ (posedge clk) begin
        if(!rstn) begin
            out <= 19'b0;
        end
        else begin
            out <= inp;
        end
    end
endmodule
module DFF_20bit(out, inp, clk, rstn);
    output reg [20-1:0] out;
    input [20-1:0] inp;
    input clk, rstn;
    always @ (posedge clk) begin
        if(!rstn) begin
            out <= 20'b0;
        end
        else begin
            out <= inp;
        end
    end
endmodule
module DFF_26bit(out, inp, clk, rstn);
    output reg [26-1:0] out;
    input [26-1:0] inp;
    input clk, rstn;
    always @ (posedge clk) begin
        if(!rstn) begin
            out <= 26'b0;
        end
        else begin
            out <= inp;
        end
    end
endmodule
module DFF_30bit(out, inp, clk, rstn);
    output reg [30-1:0] out;
    input [30-1:0] inp;
    input clk, rstn;
    always @ (posedge clk) begin
        if(!rstn) begin
            out <= 30'b0;
        end
        else begin
            out <= inp;
        end
    end
endmodule
[run.sh]
#!/bin/bash
# OpenROAD 26Q1-2900-gdf79404cd8, Yosys 0.63+post, stock flow scripts
make -C /OpenROAD-flow-scripts/flow DESIGN_CONFIG=/design/flow/config.mk WORK_HOME=/design/flow/orfs finish
==> impl_metrics.ini <==
; flow metrics
[run_status]
status = finished clean

[placement]
hpwl_um = 2142
gp_congestion = 0.6795
placed_area_um2 = 1550
port_buffers = 61
dp.cells = 225
pre_cts_ws_ns = -0.1118

[logic_synthesis]
topCellsByArea = dfxtp_1, and2_1, and2_2
ys_cells = 63
syn_avg_cell_area_um2 = 12.89
ys_seq_frac = 0.7396
ys_ff = 30
ys_warn_count = 1
yosysTopAreaCell = dfxtp_1
yosysChipArea_um2 = 812.0
synthCells = 63
syn-cell-area_um2 = 812.0
synth_cell_types = 4
synth_top_area_share = 0.7396

[drt]
drtIter0Drc = 13
drt_wl_total_um = 2618
first_pass_iters = 2
wl_per_cell_um = 11.24
via_per_inst = 2.867
n_antenna_cell = 0
antenna_left = 0
vias = 668
drc = 0

[die]
initial_core_util = 0.1051
fp.coreArea_um2 = 7727
rows = 32
ios = 62
die_h_um = 109
die_w_um = 109
dieArea_um2 = 11880

[cts]
clk_pin_slew_ns = 0.06
cts_tree = built
cts_buffers = 5
numClockSinks = 30
ctsLongestPathBuffers = 2
cts_setup_buffers = 0
htreeDepth = 2
hold_buffers = 0
root_buffer = clkbuf_8

[power_and_ir_drop]
p_leak_nw = 0.6521
power.total_w = 0.002521
vdd_ir_drop_max_v = 0.0004335
p_per_area_nw_per_um2 = 1581

[critical_path]
worstPathCellList = clkdlybuf4s15_1
critPathMaxStageDelay_ns = 0.31
required_ns = 0.80
startpoint_type = register
worstSetupEndpointType = output pin
cp.arrival_ns = 0.75
cp_top_family = flip-flops
cp_max_fo = 1
slowest_stage = dfxtp_2
crit_type = register to output pin
critical_path_buf_inv_count = 1

[sta]
fin_crit_ns = 0.9533
hold_viol = 0
fmax_mhz = 1049
layout_setup_ws_ns = 0.04672
maxSlewViolCount = 0
tightest_slew_ns = 0.1385
finalCritPeriodShare = 0.9533
rsz0062_at_grt = false
whs_ns = 0.4908
setup_viol = 0
relSlewSlack = 0.9077

[grt]
grt_overflow = 0
gr-usage-all-layers = 0.04252
grt_max_degree = 17
grt_antenna_before_repair = 0
grt_pass1_vias = 685
grt_pass1_wl_um = 3836

[layout]
mostFrequentLayoutCell = clkdlybuf4s50_1
top_register = out
largest_register_ffs = 30
top_regs = out: 30 flops
stdcell_count = 233
fin_area_um2 = 1594
drive_gt1_frac = 0.2901
syn2layout_area_growth_pct = 96.30
lay_top_cells = clkdlybuf4s50_1, and2_1, dfxtp_1, clkdlybuf4s15_1, clkbuf_2

[worst_hold_path]
hp-class = input port to register

[flow_run]
warnings = 25
drv_cap = 0
[routing by layer]
metal	global-route usage	part of all wire	wire (µm)
met5	0	0	0
met4	0.006591	0.0061	16
met3	0.03166	0.17	447
met2	0.06255	0.43	1131
met1	0.04978	0.39	1023
[kinds of logic (layout without fill, tap and decap cells)]
logic type,count (synthesis),in the layout,synth area share
simple gates,30,30,0.2419
buf+inv,3,71,0.01848
flops,30,30,0.7396
[area by class of cell]
class	count	area, µm²
clock buffers	7	86.33
flip-flops and latches	30	613.1
fillers	843	6133
repair buffers	63	565.5
clock inverters	1	5.005
well taps	102	127.6
multi-input cells	30	196.4
[worst paths after layout]
check | start | end | cells past startpoint
worst max-delay path | out[2] | out[2] | 1
worst min-delay path | inp[28] | out[28] | 2
[synthesized netlist by cell type, drive strengths merged]
library cell	instances
clkbuf	3
dfxtp	30
and2	30
[report_power, final]
group          internal, W  switching [W]
Sequential         0.00126      0.0000148
Clock             0.000554       0.000437
Combinational     0.000200      0.0000516
Total              0.00202       0.000503
[repair_timing]
item / CTS / global route
resized: 63 / 20
cloned: 0 / 0
setup endpoints to repair: 30 / 17
[per-stage QoR]
step	setup TNS, ns	utilization
4_1_cts	0	0.2129
3_3_place_gp	-2.370	0.2006
6_report	0	0.2063
3_5_place_dp	-2.490	0.2006
5_1_grt	0	0.2063
2_1_floorplan	0	-
